[flow/config.mk]
export PLATFORM = sky130hd
export DESIGN_NAME = FSM_Controller
export DESIGN_NICKNAME = FSM_Controller
export VERILOG_FILES = /design/flow/design.v
export SDC_FILE = /design/flow/constraint.sdc
export NUM_CORES = 4
export LEC_CHECK = 1
export CORE_AREA = 10 10 73 73
export DIE_AREA = 0 0 83 83
[flow/constraint.sdc]
current_design FSM_Controller

set clk_period 1.4
set clk_io_pct 0.2

create_clock -name clk0 -period $clk_period [get_ports {clk_100mhz}]

set non_clock_inputs [all_inputs -no_clocks]
set_input_delay [expr $clk_period * $clk_io_pct] -clock clk0 $non_clock_inputs
set_output_delay [expr $clk_period * $clk_io_pct] -clock clk0 [all_outputs]
[flow/design.v]
`timescale 1ns / 1ps
module FSM_Controller(
    input clk_100mhz,
    input game_tick,      
    input reset,
    input start_game_event,
    input p1_submit_event,
    input p2_submit_event,
    input is_game_over,
    input is_ans_correct, 
    output reg o_state_IDLE,
    output reg o_state_WAIT,
    output reg o_state_COUNTDOWN, 
    output reg o_state_WIN,
    output reg o_enable_question_random, 
    output reg [3:0] countdown_val
    );
    localparam S_IDLE=0, S_WAIT=1, S_CHECK=2, S_WIN=3, S_COUNT=4;
    reg [2:0] state, next_state; 
    reg [7:0] delay_timer; 
    localparam DELAY_LIMIT = 90; 
    always @(posedge clk_100mhz) begin
        if (reset) begin 
            state <= S_IDLE; 
            delay_timer <= 0; 
        end
        else begin
            state <= next_state;
            if (state == S_COUNT) begin 
                if (game_tick) delay_timer <= delay_timer + 1; 
            end 
            else delay_timer <= 0;
        end
    end
    always @* begin
        if (delay_timer < 30) countdown_val = 3;      
        else if (delay_timer < 60) countdown_val = 2; 
        else countdown_val = 1;                       
    end
    always @* begin
        next_state = state; 
        o_enable_question_random = 0; 
        case (state)
            S_IDLE: begin
                if (start_game_event) begin 
                    next_state = S_WAIT; 
                    o_enable_question_random = 1; 
                end
            end
            S_WAIT: begin
                if (p1_submit_event || p2_submit_event) next_state = S_CHECK;
            end
            S_CHECK: begin
                if (is_game_over) next_state = S_WIN; 
                else next_state = S_COUNT;
            end
            S_COUNT: begin
                if (delay_timer >= DELAY_LIMIT) begin 
                    next_state = S_WAIT; 
                    o_enable_question_random = 1; 
                end
            end
            S_WIN: begin
                if (reset || start_game_event) next_state = S_IDLE;
            end
            default: next_state = S_IDLE;
        endcase
    end
    always @* begin
        o_state_IDLE      = (state == S_IDLE);
        o_state_WAIT      = (state == S_WAIT);
        o_state_COUNTDOWN = (state == S_COUNT);
        o_state_WIN       = (state == S_WIN);
    end
endmodule
[flow/run.sh]
#!/bin/bash
# OpenROAD 26Q1-2900-gdf79404cd8, Yosys 0.63+post, stock flow scripts
make -C /OpenROAD-flow-scripts/flow DESIGN_CONFIG=/design/flow/config.mk WORK_HOME=/design/flow/orfs finish
==> notes.md <==
Implementation summary

Setup repair after global routing could not meet its margin everywhere. The overall track demand over capacity in global routing is 3.87%. Along the critical path, the tally of buffer and inverter instances is 1. Before any placement, the netlist area is recorded as 604 sq um. The clock drives 13 sinks.

The number of design-rule violations left by the first detailed-router iteration is 40. The core region is 3740 sq um. The average wire length per cell after detail routing is 9.91 um. The CTS H-tree depth is 1.

The run finished, with violations left. The latest clock arrival within the worst-skew pair is 240 ps. The number of rows in the core area is 22. The register-to-register setup slack is 140 ps. The remaining global-route overflow is 0. The layout has 396 filler cells. Per the cell usage report, the commonest logic cell in the layout is buf_4. The design draws 0.000762 W. The DRC violations left is 0. VDD sags by at most 0.000236 V. The average cell area after synthesis is 8.76 sq um.

In the Yosys stats the netlist draws on 28 distinct library cells. According to the floorplan report, the total die area is 6890 sq um. The clock tree from TritonCTS is built. The script logs the ratio of routed vias to standard cells as 3.98.

In the post-route analysis, the smallest setup slack over all paths is -63.8 ps. The wire length of the first global-routing pass is 2.39 mm. Compared with the post-synthesis result, the final layout area differs by 64.0%. The congestion estimate from routability-driven global placement came to 0.824. The internal power is 0.000619 W. The die is 83 um tall. The power report attributes to the sequential group a share of 50.2%. CTS added clock buffers totalling 3. The clock share of power is 42.0%.

The share of layout cells above drive strength 1 is 37.3%. The standard cell with the maximum stage delay on the critical path is dfxtp_2. The path class of the tightest hold or removal check is reg2reg. The clock-pin slew reported for the worst setup and hold paths after clock tree synthesis is 50 ps.

In this run the maximum-capacitance check reported violations numbering 0. The total power density per cell area is 769 nW/um^2. The warning tally printed by Yosys for this design is 1.

The final tally of setup violations is 2. STA classifies the critical path endpoint as a primary output. The clock passes through at most 2 buffers. The static leakage is 0.371 nW. In the final report, the number of pins over their slew limit comes to 0.

Grouping stages by cell kind, the critical path spends the most delay in AND-OR/OR-AND gates. The worst path required time is 1120 ps. Looking at the setup timing report, the critical path kind is reg2out.

The most area-hungry cell type in the Yosys netlist is dfxtp_1. The yosys stat cell total is 69. The highest achievable clock rate is 683 MHz.

The switching power is 0.000142 W. Summed over all failing endpoints, the final setup total negative slack is -74.5 ps. In the synthesized netlist, the number of instances is 69. Of all nets on the critical path, the largest fanout is 3. The total wire length after detailed routing is 1.49 mm. The top cell types in the final layout, fill and taps aside, are buf_4 (16), clkdlybuf4s50_1 (10), nor2_1 (8), dfxtp_2 (7), dfxtp_1 (6). Excluding fillers, the count of instances in the completed layout stands at 150. During placement, the flow inserted port buffers numbering 13. Yosys reports that the leading cell type by area covers 43.1% of the netlist area. The post-route core utilization is 26.5%. The boundary pin count is 17.

The final hold slack is 449 ps. The number of nets with antenna violations after routing is 0. The die width is 83 um. Per STA, the worst path is made up of o211ai_1, a21oi_1, a22o_1, buf_2. The final hold violation count recorded for this run is 0. In this run the clock root is driven by a clkbuf_8. The initial core utilization is 16.1%. The worst setup skew after layout is 1.12 ps.

The number of synthesized register bits is 13. The yosys synthesis chip area is 604 sq um. The via count of the first global-routing pass is 579. According to the dpl log, the detail-placed design has an HPWL of 1.20 mm. The initial antenna violation count came to 0.

The via total after detailed routing is 597. Summing the sequential cell areas from Yosys gives 43.1% of the chip area. The largest incremental delay on the critical path is 330 ps. The combinational share of power is 7.8%.

STA classifies the critical path startpoint as a flop. The final critical-path required period is 1460 ps. Dividing the final minimum period by the clock period gives 105%.

In the post-synthesis netlist, the biggest area contributors are dfxtp_1 (43%), nor2_1 (5.6%), xor2_1 (4.3%). The final antenna diode tally reported by the flow is 0. Entering global routing, the biggest net connects 9 pins. The tool warning count is 28.

The data arrival time of the critical path is 1180 ps. The cell count after placement is 145. The switching share of power is 18.7%. The final reports fail on setup timing. The pre-antenna-repair detailed-routing pass consisted of 4 iterations.
routing by layer:
metal	wire [um]	vias up	share of wire [%]	global-route usage (%)
met5	0	-	0	0
met4	35	0	2.4	1.23
met3	23	2	1.5	0.591
met2	775	6	52	7.26
met1	651	278	44	4.28
li1	-	311	-	-
repair_timing:
item	CTS	global route
endpoints found under the setup margin	3	5
hold buffers	0	0
buffers inserted	1	0
hold endpoints to repair	0	0
pin swaps	6	5
resized	17	8
metrics by stage:
stage	setup slack, ps	instance area [sq um]
floorplan	270	608
global placement	-265	910
detailed placement	-265	910
CTS	-113	976
global route	-109	991
finish	-63.8	991
synthesized netlist by cell type:
master / number
nor2b_1: 2
nand2b_1: 2
nor2_1: 9
o211ai_1: 1
or3_1: 3
dfxtp_1: 13
mux2i_1: 1
xor2_1: 3
a22o_1: 1
nand4_1: 3
nor3b_1: 2
nand3_1: 2
nand2_1: 2
buf_2: 1
a211o_1: 2
and2_2: 1
nand4_2: 1
and2_1: 1
conb_1: 1
clkbuf_1: 1
a211oi_1: 1
o21ai_0: 5
buf_4: 2
ha_1: 1
a22oi_1: 1
xnor2_1: 1
a21oi_1: 5
nor3_1: 1
final cells by class:
class / instances / area [sq um] / area share (%)
Timing Repair Buffer: 32 / 269 / 27.1
Multi-Input combinational cell: 53 / 348 / 35.1
Clock buffer: 4 / 45.0 / 4.55
Tap cell: 48 / 60.1 / 6.06
Sequential cell: 13 / 269 / 27.1
path summary, 6_finish.rpt:
kind	from	endpoint	depth (start not counted)
setup / recovery	delay_timer[2]$_SDFFE_PP0P_	o_enable_question_random	4
hold / removal	state[2]$_DFF_P_	state[4]$_DFF_P_	2
setup reg to reg	delay_timer[3]$_SDFFE_PP0P_	delay_timer[7]$_SDFFE_PP0P_	5
hold reg to reg	state[2]$_DFF_P_	state[4]$_DFF_P_	2
cell families after synthesis:
logic type / share of synthesized area, %
mux: 1.66
flops: 43.1
fa+ha+maj: 2.07
compound gates: 16.4
buf+inv: 3.93
xor+xnor: 5.80
other cells: 0.621
simple gates: 26.5
power groups by stage:
stage | clock network, W | registers (W) | logic [W]
6_report | 0.000320 | 0.000383 | 0.0000592
4_1_cts | 0.000335 | 0.000382 | 0.0000605
5_1_grt | 0.000338 | 0.000384 | 0.0000658
registers in the layout (all words and copies together), names as in the netlist:
register	flops
delay_timer	8
state	5
worst register-to-register path, delay by kind of cell, from the launching register on:
| family | cells | cell delay (ps) |
|---|---|---|
| simple gates | 2 | 430 |
| compound gates | 1 | 140 |
| buf+inv | 2 | 270 |
| flops | 1 | 350 |
Power figures rest on the tool's default switching activity, not on a simulated workload.
