## ./design.v

```verilog
`timescale 1ns / 1ps
module Question_Select_Logic(
    input clk_100mhz, 
    input reset, 
    input game_tick, 
    input question_enable,
    output reg question_ready, 
    output reg [3:0] correct_ans, 
    output reg [3:0] selected_q_id
    );
    reg [3:0] lfsr = 4'b1011; 
    reg [3:0] q_id;
    always @(posedge clk_100mhz) begin
        if (reset) begin 
            selected_q_id<=4'd0; 
            correct_ans<=4'd0; 
            question_ready<=1'b0; 
            lfsr<=4'b1011; 
        end else begin
            question_ready <= 1'b0;
            lfsr <= {lfsr[2:0], lfsr[3]^lfsr[2]}; 
            if (question_enable) begin 
                q_id <= lfsr % 10;
                selected_q_id <= lfsr % 10; 
                question_ready <= 1'b1; 
                case (lfsr % 10)
                            4'd0: correct_ans<=4'd3; 
                            4'd1: correct_ans<=4'd7; 
                            4'd2: correct_ans<=4'd5; 
                            4'd3: correct_ans<=4'd9; 
                            4'd4: correct_ans<=4'd15;
                            4'd5: correct_ans<=4'd8; 
                            4'd6: correct_ans<=4'd12; 
                            4'd7: correct_ans<=4'd7; 
                            4'd8: correct_ans<=4'd14; 
                            4'd9: correct_ans<=4'd15;
                            default: correct_ans<=4'd0;
                 endcase
            end
        end
    end
endmodule
```

## ./run.sh

```bash
#!/bin/bash
# OpenROAD 26Q1-2900-gdf79404cd8, Yosys 0.63+post, stock flow scripts
make -C /OpenROAD-flow-scripts/flow DESIGN_CONFIG=/design/flow/config.mk WORK_HOME=/design/flow/orfs finish
```

## ./config.mk

```make
export PLATFORM = sky130hd
export DESIGN_NAME = Question_Select_Logic
export DESIGN_NICKNAME = Question_Select_Logic
export VERILOG_FILES = /design/flow/design.v
export SDC_FILE = /design/flow/constraint.sdc
export NUM_CORES = 4
export LEC_CHECK = 1
export CORE_AREA = 10 10 80 80
export DIE_AREA = 0 0 90 90
```

## ./constraint.sdc

```tcl
current_design Question_Select_Logic

set clk_period 1.7
set clk_io_pct 0.2

create_clock -name clk0 -period $clk_period [get_ports {clk_100mhz}]

set non_clock_inputs [all_inputs -no_clocks]
set_input_delay [expr $clk_period * $clk_io_pct] -clock clk0 $non_clock_inputs
set_output_delay [expr $clk_period * $clk_io_pct] -clock clk0 [all_outputs]
```

==> reports/qor.yml <==
fillers: 471
irDropWorstVdd_v: 0.000331
yosys_cells: 75
pin_count: 13
synth_warnings: 1
gp_congestion: 0.826
wl_met3_um: 166
core_area_mm2: 0.00472
die_h_um: 90
overflow: 0
combGateArea_um2: 582
fin_util: 0.272
grt_start_max_net_pins: 11
tritoncts: "done"
start_kind: "register"
port_buffers: 11
hold_slack_ns: 0.489
vias_per_cell: 3.74
root_buffer: "clkbuf_8"
r2r-start: "lfsr[2]$_SDFF_PP0_"
ys_seq_share: 0.354
slowest_stage: "or3_4"
max_cap_violations: 0
die_area_mm2: 0.00810
drtIter0Drc: 27
cp_common_cell: "ha_4"
fp_util: 0.155
die_w_um: 90
synth_area_um2: 734
rsz0062_at_grt: "true"
hp-start: "correct_ans[1]$_SDFFE_PP0P_"
failed_checks: "negative setup slack"
n_antenna_cell: 0
htreeDepth: 1
setup-tns-final_ns: -1.07
worst_slack_ns: -0.281
period_minus_slack_ns: 1.98
cts_buffers: 3
status: "finished with violations"
path_class: "register to register"
hpwlAfterDp_mm: 1.29
reg2reg_to: "correct_ans[0]$_SDFFE_PP0P_"
critPathMaxFanout: 3
drc: 0
max_freq_ghz: 0.505
dp_worst_setup_slack_ns: -0.378
rows: 25
areaGrowthSynthToFinish_pct: 74.8
grt_pass1_wl_mm: 2.90
hold_class: "register to register"
finalCritPeriodShare: 1.17
numSynthFlops: 13
hold_viol: 0
reg2reg_slack_ns: -0.28
yosys_area_um2: 734
slew_headroom: 0.776
holdPathEnd: "correct_ans[1]$_SDFFE_PP0P_"
max_stage_delay_ns: 0.37
insertion_delay_ns: 0.24
power.density_mw_per_mm2: 782
critPathRequiredTime_ns: 1.88
cts.sinks: 13
drt_pass1_iterations: 2
ctsLongestPathBuffers: 2
routedWlPerCell_um: 10.3
avgSynthCellArea_um2: 9.79
fin_skew_ns: 0.00422
grt_pass1_vias: 656
p_leak_uw: 0.000504
reg2regPathDepth: 9
track_usage: 0.0418
finalWirelength_mm: 1.80
setup_viol: 6
drive_gt1_frac: 0.491
clk_pin_slew_ns: 0.05
wl_met1_um: 885
worst_slew_pin_slew_ns: 0.336
ys_types: 29
whs_path_depth: 1
syn_inst: 75
vias: 654
met2_length_um: 738
seqCellArea_um2: 269
ant_nets: 0
crit_chain: "inv_4, ha_4, nor2_4, mux2i_2, inv_2, ha_4, or3_4, a311oi_4, a22o_1"
warning_count: 33
drv_slew: 0
antenna_found_initial: 0
critPathArrivalTime_ns: 2.17
end_kind: "register"
maxUsedRoutingLayer: "met4"
[cell type report]
| type | instances | share of cell area |
|---|---|---|
| clock buffers | 4 | 0.0351 |
| multi-input cells | 53 | 0.453 |
| flip-flops and latches | 13 | 0.210 |
| well taps | 67 | 0.0653 |
| inverters | 7 | 0.0224 |
| repair buffers | 31 | 0.214 |
[worst max-delay path: cells and delay by family, from the launching register on]
family	cells	cell delay (ns)
muxes	1	0.19
and+or+nand+nor	2	0.41
AOI/OAI and AO/OA	2	0.48
buffers and inverters	2	0.14
adders and majority gates	2	0.35
DFF	1	0.36
[report_power, final]
part / total [uW] / leakage (uW) / internal [uW] / switching, uW
combinational: 389 / 0.000373 / 223 / 166
clock: 264 / 0.0000228 / 165 / 98.8
sequential: 352 / 0.000108 / 333 / 19.2
total: 1000 / 0.000504 / 721 / 284
[cell families (layout without fill, tap and decap cells)]
group                      count (synthesis)  count (layout)  share of synthesized area
muxes                                      6               6                     0.0920
and+or+nand+nor                           21              21                      0.141
adders and majority gates                  8               8                      0.136
buffers and inverters                      9              42                     0.0460
DFF                                       13              13                      0.354
AOI/OAI and AO/OA                         18              18                      0.230
[synthesized netlist by cell type]
| cell | count | area, um2 |
|---|---|---|
| a21o_1 | 2 | 15.0 |
| a21oi_4 | 1 | 16.3 |
| inv_1 | 7 | 26.3 |
| nand2_1 | 2 | 7.51 |
| a221oi_2 | 1 | 15.0 |
| and2_1 | 1 | 6.26 |
| o21bai_1 | 1 | 7.51 |
| a21oi_1 | 1 | 5.00 |
| a21o_2 | 1 | 8.76 |
| clkbuf_1 | 2 | 7.51 |
| ha_1 | 8 | 100 |
| or3_1 | 1 | 6.26 |
| mux2i_2 | 2 | 27.5 |
| dfxtp_1 | 13 | 260 |
| nand2b_1 | 1 | 6.26 |
| nor2_1 | 10 | 37.5 |
| o41ai_2 | 1 | 16.3 |
| o2bb2ai_1 | 1 | 8.76 |
| or2_0 | 1 | 6.26 |
| a21boi_1 | 1 | 7.51 |
| mux2i_1 | 4 | 40.0 |
| or3b_2 | 1 | 8.76 |
| a22o_1 | 2 | 17.5 |
| nor2b_1 | 2 | 12.5 |
| or2_2 | 2 | 12.5 |
| o21ai_1 | 1 | 5.00 |
| a311oi_2 | 1 | 15.0 |
| a211oi_1 | 3 | 22.5 |
| o221ai_1 | 1 | 8.76 |
[worst max-delay path by stage]
stage	from	end	slack, ns
finish	lfsr[2]$_SDFF_PP0_	correct_ans[0]$_SDFFE_PP0P_	-0.28
global route	lfsr[2]$_SDFF_PP0_	correct_ans[0]$_SDFFE_PP0P_	-0.35
CTS	lfsr[2]$_SDFF_PP0_	correct_ans[0]$_SDFFE_PP0P_	-0.25
[what timing repair did]
item | in CTS | in global routing
pin swaps | 8 | 11
resized | 10 | 11
buffers inserted | 4 | 3
endpoints found under the hold margin | 0 | 0
hold buffers | 0 | 0
endpoints found under the setup margin | 4 | 6
[placed cells by master, fill, tap and decap left out, drive strengths merged, types with 2 or more instances in the layout]
cell	instances
nand2	2
dfxtp	13
inv	7
a21o	3
nor2	10
buf	20
mux2i	6
clkdlybuf4s50	11
a21oi	2
clkbuf	4
ha	8
a211oi	3
a22o	2
or2	3
nor2b	2
[state kept, by name, indices dropped and copies added (netlist names)]
register        cells
selected_q_id       4
lfsr                4
correct_ans         4
question_ready      1
[metal layers]
metal,global-route usage,vias up
li1,-,329
met1,0.0514,308
met2,0.0666,15
met3,0.0226,2
met4,0.00133,0
met5,0,-
[per-stage QoR]
stage               power (uW)  std cells  instance area [um2]
floorplan                  519         75                  777
global placement           643        167                 1080
detailed placement         650        167                 1080
CTS                        973        172                 1210
global route              1060        175                 1280
finish                    1000        175                 1280
Power is estimated from default activity; no workload was simulated.
