==> flow/design.v <==
`timescale 1ns / 1ps
module Top_Module(
    input  CLK100MHZ,   
    input  BTNC,         
    input  [3:0] SW_P1,  
    input  [3:0] SW_P2,  
    input  BTNL_P1,      
    input  BTNR_P2,      
    input  BTNU_START,   
    output VGASYNC,      
    output VGAHSYNC,     
    output [3:0] VGABlue,
    output [3:0] VGAGreen,
    output [3:0] VGARed,
    output [3:0] LED      
    );
    wire game_tick;
    wire p1_submit_event, p2_submit_event, start_game_event;
    wire FSM_state_IDLE, FSM_state_WAIT, FSM_state_WIN, FSM_state_COUNTDOWN; 
    wire enable_new_question; 
    wire [3:0] countdown_val; 
    wire [3:0] current_q_id;
    wire [3:0] current_correct_ans;
    wire question_ready;
    wire [9:0] rope_pos_x;
    wire is_game_over;
    wire [1:0] winner_code;      
    wire move_left_trigger, move_right_trigger;     
    wire is_current_ans_correct;
    assign is_current_ans_correct = (p1_submit_event && (SW_P1 == current_correct_ans)) || 
                                    (p2_submit_event && (SW_P2 == current_correct_ans));
    Clock_Divider CLK_INST (.clk_100mhz(CLK100MHZ), .reset(BTNC), .game_tick(game_tick));
    Input_Handler START_INPUT (.clk_100mhz(CLK100MHZ), .reset(BTNC), .button_in(BTNU_START), .button_event(start_game_event));
    Input_Handler P1_INPUT    (.clk_100mhz(CLK100MHZ), .reset(BTNC), .button_in(BTNL_P1),    .button_event(p1_submit_event));
    Input_Handler P2_INPUT    (.clk_100mhz(CLK100MHZ), .reset(BTNC), .button_in(BTNR_P2),    .button_event(p2_submit_event));
    FSM_Controller FSM_INST (
        .clk_100mhz(CLK100MHZ), .game_tick(game_tick), .reset(BTNC),
        .start_game_event(start_game_event), 
        .p1_submit_event(p1_submit_event), .p2_submit_event(p2_submit_event),
        .is_game_over(is_game_over), .is_ans_correct(is_current_ans_correct), 
        .o_state_IDLE(FSM_state_IDLE), .o_state_WAIT(FSM_state_WAIT),
        .o_state_WIN(FSM_state_WIN), .o_state_COUNTDOWN(FSM_state_COUNTDOWN), 
        .countdown_val(countdown_val), .o_enable_question_random(enable_new_question)
    );
    Question_Select_Logic Q_LOGIC (
        .clk_100mhz(CLK100MHZ), .reset(BTNC), .game_tick(game_tick),
        .question_enable(enable_new_question), .question_ready(question_ready),
        .correct_ans(current_correct_ans), .selected_q_id(current_q_id)
    );
    assign LED = current_q_id; 
    Move_Logic MOVE_LOGIC_INST (
        .clk_100mhz(CLK100MHZ), .reset(BTNC), .wait_enable(FSM_state_WAIT), 
        .p1_submit_event(p1_submit_event), .p2_submit_event(p2_submit_event),
        .p1_answer(SW_P1), .p2_answer(SW_P2), .correct_ans(current_correct_ans),
        .rope_pos_x(rope_pos_x),
        .move_left(move_left_trigger), .move_right(move_right_trigger), 
        .is_game_over(is_game_over), .winner_code(winner_code)
    );
    Position_Counter POS_CNT_INST (
        .clk_100mhz(CLK100MHZ), .reset(BTNC || FSM_state_IDLE), 
        .move_left(move_left_trigger), .move_right(move_right_trigger),
        .rope_pos_x(rope_pos_x)          
    );
    Game_Display_Controller VGA_INST (
        .clk_100mhz (CLK100MHZ), .reset(BTNC),
        .q_id(current_q_id), .p1_val(SW_P1), .p2_val(SW_P2),
        .rope_x(rope_pos_x), .winner_code(winner_code),   
        .is_idle(FSM_state_IDLE), .is_countdown(FSM_state_COUNTDOWN), .countdown_val(countdown_val),
        .hsync(VGAHSYNC), .vsync(VGASYNC),
        .red(VGARed), .green(VGAGreen), .blue(VGABlue)
    );
endmodule
module Clock_Divider(input clk_100mhz, input reset, output reg game_tick);
    reg [31:0] count; 
    localparam DIV_VALUE = 1666666;
    always @(posedge clk_100mhz) begin
        if (reset) begin count <= 0; game_tick <= 0; end
        else begin
            if (count >= DIV_VALUE) begin count <= 0; game_tick <= 1; end
            else begin count <= count + 1; game_tick <= 0; end
        end
    end
endmodule
module Input_Handler(input clk_100mhz, input reset, input button_in, output reg button_event);
    reg [19:0] counter; reg btn_prev; wire btn_clean;
    always @(posedge clk_100mhz) if (reset) counter <= 0; else if (button_in != btn_prev) counter <= counter + 1; else counter <= 0;
    assign btn_clean = (counter >= 20'd1_000_000) ? button_in : btn_prev;
    always @(posedge clk_100mhz) begin
        if (reset) begin btn_prev <= 0; button_event <= 0; end
        else begin
            if (btn_clean == 1 && btn_prev == 0) button_event <= 1; else button_event <= 0;
            if (counter >= 20'd1_000_000) btn_prev <= button_in; 
        end
    end
endmodule
module Position_Counter(input clk_100mhz, input reset, input move_left, input move_right, output reg [9:0] rope_pos_x);
    always @(posedge clk_100mhz) begin
        if (reset) rope_pos_x <= 320; 
        else begin
            if (move_left && rope_pos_x > 45) rope_pos_x <= rope_pos_x - 45;
            else if (move_right && rope_pos_x < 595) rope_pos_x <= rope_pos_x + 45;
        end
    end
endmodule
==> flow/run.sh <==
#!/bin/bash
# OpenROAD 26Q1-2900-gdf79404cd8, Yosys 0.63+post, stock flow scripts
make -C /OpenROAD-flow-scripts/flow DESIGN_CONFIG=/design/flow/config.mk WORK_HOME=/design/flow/orfs finish
==> flow/config.mk <==
export PLATFORM = sky130hd
export DESIGN_NAME = Clock_Divider
export DESIGN_NICKNAME = Clock_Divider
export VERILOG_FILES = /design/flow/design.v
export SDC_FILE = /design/flow/constraint.sdc
export NUM_CORES = 4
export LEC_CHECK = 1
export CORE_AREA = 10 10 91 91
export DIE_AREA = 0 0 101 101
==> flow/constraint.sdc <==
current_design Clock_Divider

set clk_period 3.3
set clk_io_pct 0.2

create_clock -name clk0 -period $clk_period [get_ports {clk_100mhz}]

set non_clock_inputs [all_inputs -no_clocks]
set_input_delay [expr $clk_period * $clk_io_pct] -clock clk0 $non_clock_inputs
set_output_delay [expr $clk_period * $clk_io_pct] -clock clk0 [all_outputs]
==> results.cfg <==
; synthesis and place-and-route metrics
[status]
status = finished clean

[worst_setup_path]
end_kind = flop
start_kind = flop
reg2reg_slack_ps = 1410
cp_max_fo = 6
crit_path_start = count[1]
r2r_start = count[1]
worstRegToRegCells = 5
crit_arrival_ps = 2100
reg2reg_to = count[20]
required_ps = 3510
crit_path_end = count[20]
path_class = reg -> reg

[route]
routed_wl_um = 2320
drtPass1Iterations = 4
num_antenna_cells = 0
wire_per_inst_um = 10.1
post-route-drc-count = 0
viasPerCell = 4.22
first_iter_violations = 52
antenna_left = 0
num_vias = 966

[die]
coreArea_mm2 = 0.00635
fp-utilization = 0.217
row_count = 29
io_pins = 3
dieHeight_um = 101
die_width_um = 101
die_area_mm2 = 0.0102

[final_layout]
stdcell_count = 229
drive_gt1_frac = 0.105
synthToLayoutAreaGrowth_pct = 16.5
n_fill_cell = 666

[yosys]
synth_cell_types = 37
synthTopCellsByCount = dfxtp_1, nor3_1, xor2_1
flop_cell = dfxtp_1
ys_ff = 33
yosys_cells = 139
synthCells = 139
ys_seq_frac = 0.479
synth_area_mm2 = 0.00138
edf_count = 0
async_flop_share = 0
yosys_area_mm2 = 0.00138
avgSynthCellArea_um2 = 9.93
synth.largest_area_cell = dfxtp_1
yosys_warnings = 1
synthTopCellsByArea = dfxtp_1, xor2_1, nor3_1, nand3_1, a211oi_1
synth_top_cell_by_count = dfxtp_1
top_cell_area_share = 0.479

[cts]
cts_inserted_buffers = 5
cts_tree = done
root_buffer = clkbuf_8
clockBufferDepth = 2
cts-resized-gates = 0
h-tree-depth = 2
cts.sinks = 33
clock_latency_ps = 290
cts_hold_buf = 0
clkTransAtPathRegs_ps = 70
post_cts_buffers = 0

[place]
place_inst = 221
dp_hpwl_um = 1530
place.gp.congestion = 0.749
port_buffers = 2

[timing]
hold_viol_final = 0
drv_slew = 0
worst_slew_pin_slew_ps = 781
setup_violations = 0
fmaxAchievable_mhz = 529
rsz0062_at_grt = no
slew_headroom = 0.480
period_used_share = 0.573
setup_tns_ps = 0
skew_ps = 3.81
fin_crit_ps = 1890

[pwr]
powerDensity_mw_per_mm2 = 496
p_leak_nw = 0.518
ir_worst_vdd_uv = 364

[flow_run]
warnings = 26
cap_violations = 0

[global_routing]
grt.overflow.total = 0
grt_pass1_vias = 927
grt_max_degree = 22
grt_first_pass_wirelength_um = 4190
grt_usage = 0.0480
antenna_found_initial = 0

[hold_path]
min_path_type = reg -> reg
[power breakdown]
part           leakage (nW)  switching, W  internal [W]    total, W
clock network        0.0543      0.000159      0.000226    0.000385
logic                 0.193    0.00000187    0.00000308  0.00000495
registers             0.270    0.00000184      0.000406    0.000408
total                 0.518      0.000163      0.000635    0.000798
[registers in the layout, summed over array words and instances, names as in the netlist]
signal / count
game_tick: 1
count: 32
[critical path: stages (launching register included)]
cell and delay (ps):
dfxtp_1 390, ha_1 220, and4_1 370, nand3_4 130, or4_4 490, a211oi_2 210
[cell usage in the layout, fill, tap and decap left out, drive strengths merged, types with 2 or more instances in the layout]
cell and count:
clkdlybuf4s50 2, clkbuf 5, and4 6, o21ai 6, buf 2, conb 11
nor3 17, nor4 3, or3 5, nand4 6, xor2 12, inv 2
a31oi 2, ha 2, or2 2, nand3 9, nand2 6, dfxtp 33
a211oi 6
[final cells by class]
cell class | count | area [um2] | share of cell area
clock buffers | 5 | 68.8 | 0.0428
clock inverters | 3 | 46.3 | 0.0288
inverters | 2 | 7.51 | 0.00467
multi-input cells | 105 | 693 | 0.431
flip-flops and latches | 33 | 661 | 0.411
well taps | 77 | 96.3 | 0.0599
repair buffers | 4 | 35.0 | 0.0218
[cell families (layout without fill, tap and decap cells)]
group	Yosys count	after routing	synth area share
DFF	33	33	0.479
other	1	11	0.00272
xor gates and xnor gates	13	13	0.0825
AOI/OAI and AO/OA	19	19	0.0997
buffers and inverters	11	14	0.0462
and+or+nand+nor	60	60	0.272
adders and majority gates	2	2	0.0181
[worst min-delay path by stage]
| stage | from | cells past startpoint | end | slack [ps] |
|---|---|---|---|---|
| final | count[0] | 1 | count[0] | 500 |
| after global routing | count[0] | 1 | count[0] | 530 |
| after CTS | count[0] | 1 | count[0] | 510 |
[per-layer routing]
layer | GRT usage | part of all wire
met2 | 0.0663 | 0.43
met3 | 0.0166 | 0.031
met5 | 0 | 0
met1 | 0.0722 | 0.54
met4 | 0.00643 | 0.0078
[through the flow]
stage          power [W]  area (um2)  hold slack (ps)  utilization  setup WS [ps]
2_1_floorplan   0.000419        1420              466            -           1590
3_3_place_gp    0.000422        1490              499        0.235           1270
3_5_place_dp    0.000422        1490              497        0.235           1250
4_1_cts         0.000806        1610              506        0.253           1390
5_1_grt         0.000827        1610              534        0.253           1260
6_report        0.000798        1610              501        0.253           1410
Power figures rest on the tool's default switching activity, not on a simulated workload.
